### flow/design.v
`timescale 1ns / 1ps
`timescale 1ns / 1ps
module clk_50(
    input  clk, 
    output clk_50M);
	reg cnt = 1'b0;   
	always @ (posedge clk) begin
		if(cnt == 1'b1)
			cnt <= 1'b0;
		else
			cnt <= 1'b1;
	end
    assign clk_50M = cnt;
endmodule
module pwm_generator(Clk50M, 
                 Rst_n,  
                  cnt_en,    
                 counter_arr,   
                  counter_ccr,    
                 o_pwm ); 
   input Clk50M;    
   input Rst_n;     
   input cnt_en;    
	input [31:0]counter_arr; 
   input [31:0]counter_ccr; 
   output reg o_pwm;    
   reg [31:0]counter; 
   always@(posedge Clk50M or negedge Rst_n)    
		if(!Rst_n) 
			counter <= 32'd0;   
		else if(cnt_en)
		begin       
			if(counter == 0) 
            counter <= counter_arr; 
			else 
            counter <= counter - 1'b1; 
		end   
		else 
				counter <= counter_arr;  
	always@(posedge Clk50M or negedge Rst_n)  
		if(!Rst_n)   
			o_pwm <= 1'b1; 
		else if(counter >= counter_ccr) 
			o_pwm <= 1'b1;   
		else     
			o_pwm <= 1'b0;  
endmodule
module buzzer(clk, Rst_n, buzzer );  
	input clk;    
	input Rst_n;    
	output buzzer;      
	reg [31:0]counter_arr;   
	reg [31:0]counter_ccr;  
	reg [23:0]cnt;     
	reg [7:0]Pitch_num;  
	wire Clk50M;
	clk_50 m0(clk, Clk50M);
	localparam 
		L1 = 191130,  
		L2 = 170241,  
		L3 = 151698,  
		L4 = 143183,  
		L5 = 127550,  
		L6 = 113635,  
		L7 = 101234,  
		M1 = 95546,  
		M2 = 85134,  
		M3 = 75837,  
		M4 = 71581,  
		M5 = 63775,  
		M6 = 56817,  
		M7 = 50617,  
		H1 = 47823,  
		H2 = 42563,  
		H3 = 37921,  
		H4 = 35793,  
		H5 = 31887,  
		H6 = 28408,  
		H7 = 25309,  
		VO = 200000;  
	always @(posedge Clk50M,negedge Rst_n)
	begin
		if(!Rst_n)
			cnt <= 24'd0;
		else
		begin
			cnt <= cnt + 1'b1;
			if(cnt==24'd4999999)
				cnt <= 24'd0;
		end
	end
	always@(posedge Clk50M or negedge Rst_n)   
		if(!Rst_n) 
			Pitch_num <= 8'd0; 
		else if(cnt == 0)
		begin 
			if(Pitch_num == 8'd97)          
				Pitch_num <= 8'd0;       
			else 
				Pitch_num <= Pitch_num + 1'd1;   
		end 
		else 
			Pitch_num <= Pitch_num;   
	always@(*) 
	case(Pitch_num) 
			0:counter_arr = VO;
			1:counter_arr = L6;
			2:counter_arr = VO;
			3:counter_arr = M1;
			4:counter_arr = VO;
			5:counter_arr = M3;
			6:counter_arr = VO;
			7:counter_arr = L6;
			8:counter_arr = VO;
			9:counter_arr = M1;
			10:counter_arr = VO;
			11:counter_arr = M3;
			12:counter_arr = VO;
			13:counter_arr = L6;
			14:counter_arr = VO;
			15:counter_arr = M1;
			16:counter_arr = VO;
			17:counter_arr = M3;
			18:counter_arr = VO;
			19:counter_arr = L6;
			20:counter_arr = VO;
			21:counter_arr = M1;
			22:counter_arr = VO;
			23:counter_arr = M3;
			24:counter_arr = VO;
			25:counter_arr = L5;
			26:counter_arr = VO;
			27:counter_arr = L7;
			28:counter_arr = VO;
			29:counter_arr = M2;
			30:counter_arr = VO;
			31:counter_arr = L5;
			32:counter_arr = VO;
			33:counter_arr = L7;
			34:counter_arr = VO;
			35:counter_arr = M2;
			36:counter_arr = VO;
			37:counter_arr = L5;
			38:counter_arr = VO;
			39:counter_arr = L7;
			40:counter_arr = VO;
			41:counter_arr = M2;
			42:counter_arr = VO;
			43:counter_arr = L5;
			44:counter_arr = VO;
			45:counter_arr = L7;
			46:counter_arr = VO;
			47:counter_arr = M2;
			48:counter_arr = VO;
			49:counter_arr = L4;
			50:counter_arr = VO;
			51:counter_arr = L6;
			52:counter_arr = VO;
			53:counter_arr = M1;
			54:counter_arr = VO;
			55:counter_arr = L4;
			56:counter_arr = VO;
			57:counter_arr = L6;
			58:counter_arr = VO;
			59:counter_arr = M1;
			60:counter_arr = VO;
			61:counter_arr = L4;
			62:counter_arr = VO;
			63:counter_arr = L6;
			64:counter_arr = VO;
			65:counter_arr = M1;
			66:counter_arr = VO;
			67:counter_arr = L4;
			68:counter_arr = VO;
			69:counter_arr = L6;
			70:counter_arr = VO;
			71:counter_arr = M1;
			72:counter_arr = VO;
			73:counter_arr = L5;
			74:counter_arr = VO;
			75:counter_arr = L7;
			76:counter_arr = VO;
			77:counter_arr = M2;
			78:counter_arr = VO;
			79:counter_arr = L5;
			80:counter_arr = VO;
			81:counter_arr = L7;
			82:counter_arr = VO;
			83:counter_arr = M2;
			84:counter_arr = VO;
			85:counter_arr = L5;
			86:counter_arr = VO;
			87:counter_arr = L7;
			88:counter_arr = VO;
			89:counter_arr = M2;
			90:counter_arr = VO;
			91:counter_arr = L5;
			92:counter_arr = VO;
			93:counter_arr = L7;
			94:counter_arr = VO;
			95:counter_arr = M2;
			96:counter_arr = VO;
			default:counter_arr  = L1;   
	endcase 
	always@(posedge Clk50M or negedge Rst_n)   
	begin
		if(!Rst_n) 
			counter_ccr <= 32'd0; 
		else if(counter_arr < 32'd199999)
			counter_ccr <= counter_arr >> 1;  
		else 
			counter_ccr <= 0;
	end
	pwm_generator m1( .Clk50M(Clk50M), .Rst_n(Rst_n), .cnt_en(1'b1), 
        .counter_arr(counter_arr),  .counter_ccr(counter_ccr),  .o_pwm(buzzer));  
endmodule
### flow/run.sh
#!/bin/bash
# OpenROAD 26Q1-2900-gdf79404cd8, Yosys 0.63+post, stock flow scripts
make -C /OpenROAD-flow-scripts/flow DESIGN_CONFIG=/design/flow/config.mk WORK_HOME=/design/flow/orfs finish
### flow/config.mk
export PLATFORM = sky130hd
export DESIGN_NAME = buzzer
export DESIGN_NICKNAME = buzzer
export VERILOG_FILES = /design/flow/design.v
export SDC_FILE = /design/flow/constraint.sdc
export NUM_CORES = 4
export LEC_CHECK = 1
export CORE_UTILIZATION = 30
### flow/constraint.sdc
current_design buzzer

set clk_period 2.5
set clk_io_pct 0.2

create_clock -name clk0 -period $clk_period [get_ports {clk}]

set non_clock_inputs [all_inputs -no_clocks]
set_input_delay [expr $clk_period * $clk_io_pct] -clock clk0 $non_clock_inputs
set_output_delay [expr $clk_period * $clk_io_pct] -clock clk0 [all_outputs]
==> flow_summary.yaml <==
# implementation run metrics
critical_path:
  critPathTopFamily: "flip-flops"
  slowest_stage: "dfxtp_2"
  reg2reg_from: "m0.cnt$_DFF_P_"
  critPathMaxStageDelay_ns: 0.30
  setup.worst_path.start_class: "register"
  worstPathMaxFanout: 2
  cp-startpoint: "m0.cnt$_DFF_P_"
  end_kind: "register"
  path_cells: "inv_1"
  path_buffers: 1
  path_class: "reg2reg"
  worstPathRequired_ns: 2.39
  cp.arrival_ns: 0.33
floorplanning:
  num_rows: 50
  die-area_um2: 20100
  io_pins: 3
  die_w_um: 142
  core_um2: 18900
  die.size.y_um: 142
  fp_util: 0.310
synthesis:
  synth.distinct_cells: 72
  synth_flops: 83
  logic_family: "simple AND/OR/NAND/NOR gates"
  ys_seq_share: 0.355
  largest_area_cell: "dfrtp_1"
  synthXorXnorAreaFrac: 0.0719
  yosysTopAreaCellShare: 0.347
  synthCells: 672
  area_leaders: "dfrtp_1 35%, ha_1 6.0%, nor2_1 5.6%"
  yosys-stat-cells: 672
  mux_share: 0.0417
  synth_area_per_cell_um2: 8.70
  edf_count: 0
  async_reset_ff_frac: 0.988
  simple_gate_share: 0.229
  ff_type: "dfrtp_1"
  syn_area_um2: 5850
  ys_chip_area_um2: 5850
  ys_sh_adder: 0.0599
  synthAoiAreaFrac: 0.187
  yosysWarnings: 3
routing:
  wl_per_cell_um: 14.6
  remaining_drc_errors: 0
  route.final.wire_length_mm: 13.2
  drtIter0Drc: 334
  num_antenna_cells: 0
  dr.pass1.iters: 5
  vias: 4655
  vias_per_cell: 5.15
  ant_nets: 0
placed_design:
  routabilityCongestion: 0.918
  portBuffers: 2
  dp_hpwl_mm: 9.18
global_routing:
  antenna_found_initial: 0
  grt_use_met3: 0.0131
  grtUsageMet1: 0.218
  grt_most_used_layer: "met2"
  grtUsageTotal: 0.140
  grt_pass1_vias: 4501
  gr-total-overflow: 0
  grt_max_degree: 83
  grt_pass1_wl_mm: 22.8
  gr-usage-met2: 0.219
final_timing:
  fin_setup_tns_ns: 0
  unclocked_regs: 82
  fin_crit_ns: 0.443
  finalMaxSlewViolations: 0
  fmax_mhz: 2260
  fin_crit_sh: 0.177
  slew_headroom: 0.395
  worstMarginPinSlew_ns: 0.899
  rsz0062_at_grt: "no"
  fin_skew_ns: 0
  untimed_endpoints: 83
  setup_viol: 0
  finalHoldViolations: 0
cells_and_area:
  drive_above_1_share: 0.0792
  final_cell_mix: "88 x nor2_1, 81 x dfrtp_1, 44 x nand2_1"
  final_util: 0.321
  final_common_cell: "nor2_1"
  syn_to_final_growth_pct: 3.74
run:
  warning_count: 35
  maxCapViolations: 0
clock_tree:
  clk_pin_slew_ns: 0
  clkLatencyLatePin_ns: 0
  hold_buffers: 0
  post_cts_buffers: 0
  cts_resized: 0
pwr:
  p_per_area_nw_per_um2: 6.83
  ir_drop_mv: 0.0188
  leakage_nw: 2.54
status:
  status: "finished, final reports clean"
hold_path:
  hold_start: "m0.cnt$_DFF_P_"
  hold_class: "reg2reg"
routing by layer:
metal | vias to the layer above | wire, um
li1 | 2352 | -
met5 | - | 0
met3 | 13 | 639
met1 | 2176 | 6450
met4 | 0 | 129
met2 | 114 | 5940
stage by stage:
stage	instance area (um^2)	hold WS, ns	power [mW]	instances	worst slack (ns)
final	6070	0.366	0.0414	904	2.06
after global routing	6070	0.375	0.0479	904	2.05
after CTS	6070	0.369	0.0445	904	2.06
after detailed placement	6070	0.368	0.0445	904	2.06
after global placement	6070	0.373	0.0445	904	2.05
after floorplan	5850	0.949	0.0155	672	0.993
where the power goes:
group	internal, mW	total (mW)	switching, mW
combinational	0.00203	0.0264	0.0244
sequential	0.0150	0.0150	0
clock	0	0	0
sequential cells by signal (all words and copies together) (netlist names):
register,flops
m0.cnt,1
m1.counter,32
Pitch_num,8
counter_ccr,17
cnt,24
m1.o_pwm,1
final timing paths:
path / end / slack (ns) / cells after the start
worst min register to register: m0.cnt$_DFF_P_ / 0.37 / 1
worst min-delay path: m0.cnt$_DFF_P_ / 0.37 / 1
worst max register to register: m0.cnt$_DFF_P_ / 2.06 / 1
worst max-delay path: m0.cnt$_DFF_P_ / 2.06 / 1
Yosys cell counts (all sizes together), types with 12 or more instances:
| cell | n |
|---|---|
| a211oi | 12 |
| a21oi | 43 |
| buf | 21 |
| clkbuf | 18 |
| dfrtp | 81 |
| ha | 28 |
| inv | 34 |
| mux2i | 12 |
| nand2 | 44 |
| nand3 | 27 |
| nor2 | 88 |
| nor3 | 31 |
| nor4 | 14 |
| o21ai | 21 |
| xnor2 | 23 |
| xor2 | 25 |
kinds of logic after synthesis:
| kind of cell | after synthesis |
|---|---|
| xor+xnor | 48 |
| simple gates | 265 |
| flops | 83 |
| compound gates | 152 |
| fa+ha+maj | 28 |
| buf+inv | 74 |
| mux | 22 |
cell type report:
class	instances	area, um^2
flip-flops and latches	83	2070
fillers	1962	12800
repair buffers	11	85.1
multi-input cells	515	3450
well taps	260	325
inverters	35	131
Power is estimated from default activity; no workload was simulated.
