==> flow/design.v <==
`timescale 1ns / 1ps
module HEXtoBCD(
	input [11:0] binary,
	output reg [3:0] digit_5,
	output reg [3:0] digit_4,
	output reg [3:0] digit_3,
	output reg [3:0] digit_2,
	output reg [3:0] digit_1
);
integer i;
always @(binary) begin
	digit_5 = 4'b0;
	digit_4 = 4'b0;
	digit_3 = 4'b0;
	digit_2 = 4'b0;
	digit_1 = 4'b0;
for(i = 11; i>= 0; i = i - 1)
	begin 
		if(digit_5 >= 5) digit_5 = digit_5 + 3;
		if(digit_4 >= 5) digit_4 = digit_4 + 3;
		if(digit_3 >= 5) digit_3 = digit_3 + 3;
		if(digit_2 >= 5) digit_2 = digit_2 + 3;
		if(digit_1 >= 5) digit_1 = digit_1 + 3;
digit_5 = digit_5 << 1;
digit_5[0] = digit_4[3]; 
digit_4 = digit_4 << 1;
digit_4[0] = digit_3[3];
digit_3 = digit_3 << 1;
digit_3[0] = digit_2[3];
digit_2 = digit_2 << 1;
digit_2[0] = digit_1[3];
digit_1 = digit_1 << 1;
digit_1[0] = binary[i];
end
end
endmodule
==> flow/run.sh <==
#!/bin/bash
# OpenROAD 26Q1-2900-gdf79404cd8, Yosys 0.63+post, stock flow scripts
make -C /OpenROAD-flow-scripts/flow DESIGN_CONFIG=/design/flow/config.mk WORK_HOME=/design/flow/orfs finish
==> flow/config.mk <==
export PLATFORM = sky130hd
export DESIGN_NAME = HEXtoBCD
export DESIGN_NICKNAME = HEXtoBCD
export VERILOG_FILES = /design/flow/design.v
export SDC_FILE = /design/flow/constraint.sdc
export NUM_CORES = 4
export LEC_CHECK = 1
export CORE_AREA = 10 10 93 93
export DIE_AREA = 0 0 103 103
==> flow/constraint.sdc <==
current_design HEXtoBCD

set clk_period 13.4
set clk_io_pct 0.2

create_clock -name clk0 -period $clk_period

set non_clock_inputs [all_inputs -no_clocks]
set_input_delay [expr $clk_period * $clk_io_pct] -clock clk0 $non_clock_inputs
set_output_delay [expr $clk_period * $clk_io_pct] -clock clk0 [all_outputs]
==> flow_summary.yaml <==
# physical design summary
routing:
  route.final.wire_length_um: 5943
  routed_via_count: 2725
  ant_nets: 0
  post_drt_wl_per_cell_um: 12.41
  count_of_tritonroute_iterations_in_the_first_routing_pass: 4
  vias_per_cell: 5.689
  drc: 0
  initialDrtViolationCount: 167
  antenna_diodes: 0
power:
  vdd.ir_drop.worst_mv: 0.1349
  power.density_cell_area_nw_per_um2: 311.7
  design_power_total_mw: 0.9185
  clk_network_pwr_share_pct: 0
  cell_internal_pwr_mw: 0.4824
  switching_share_pct: 47.48
  power_leakage_nw: 1.199
  combPwrFrac_pct: 100.0
  net-switching-power_mw: 0.4361
  pwr-share-seq_pct: 0
cells_and_area:
  area_grow_syn2layout_pct: 13.93
  clkbuf_count: 0
  drive_gt1_share_pct: 13.03
  final-seq-area_um2: 0
  flop-count: 0
logic_synthesis:
  count_of_instantiated_cells_in_the_yosys_netlist: 381
  synth.cellmix.compoundShare_pct: 43.64
  yosys_warnings: 1
  ys_sh_xor_pct: 5.564
  yosys-dominant-comb-family: "AND-OR/OR-AND gates"
  post_synth_most_frequent_cells: "nor2_1, nand2_1, a21oi_1"
  largest_area_cell: "ha_1"
  yosys.stat.seqShare_pct: 0
  mux_area_share_pct: 6.870
  synth.cellmix.adderShare_pct: 7.741
  avgSynthCellArea_um2: 6.788
  post_synth_instance_area_um2: 2586
  yosys.cell_types.count: 80
  yosys-top-cells-area: "ha_1, nor2_1, a21oi_1"
  synth_chip_area_um2: 2586
  synthCells: 381
  ys_sh_simple_pct: 26.66
  synth_largest_type_area_fraction_pct: 7.741
  synth_dominant_cell_count: "nor2_1"
flow_run:
  cap_violations: 0
  tool_warnings: 36
hold_path:
  holdCritPathClass: "in2out"
  whs_path_cells: 0
critical_path:
  worstSetupStartpoint: "binary[9]"
  startpoint_kind_of_the_worst_setup_timing_path: "input port"
  crit_path_top_delay_cell: "clkdlybuf4s50_1"
  crit_path_max_fanout: 7
  cp_data_arrival_time_ps: 10130
  criticalPathCategory: "in2out"
  crit_path_end: "digit_3[2]"
  cpPeakStageDelay_ps: 520
  worstPathRequired_ps: 10720
  critPathCaptureType: "primary output"
  critical_path.most_common_cell: "ha_1"
sta:
  setup_slack_of_the_critical_path_after_layout_ps: 590.2
  setup-violations-final: 0
  max_slew_margin_pct: 55.16
  clock.fmax_mhz: 78.07
  maxSlewViolCount: 0
  worst_slew_pin_slew_ps: 670.4
  post-route-min-period_ps: 12810
  final_hold_viol_count: 0
  post-route-period-util_pct: 95.60
floorplan:
  ioPinCount: 32
  initial_utilization_pct: 38.28
  die_width_um: 103
  fp.dieArea_um2: 10610
  die-height_um: 103
  coreArea_um2: 6756
  placement_rows: 30
global_route:
  grt.overflow.total: 0
  grt_usage_pct: 10.85
  wire_length_of_the_first_global_routing_pass_um: 10250
  first_global_vias: 2343
  pin_count_of_the_biggest_net_entering_global_routing: 21
  antenna_found_initial: 0
placed_design:
  post-dp-hpwl_um: 4660
  place.gp.congestion: 0.9099
  portBuffers: 25
  dpl_worst_slack_ps: 318.7
status:
  status: "complete, no violations"
clock_tree:
  cts_hold_buf: 0
-- how the worst min path moves through the flow --
stage                   endpoint  slack, ps      start
final                 digit_1[0]       5360  binary[0]
after global routing  digit_1[0]       5360  binary[0]
after CTS             digit_1[0]       5360  binary[0]
-- layout make-up --
cell class | instances | area (um2)
fillers | 688 | 3810
multi-input cells | 333 | 2394
repair buffers | 38 | 347.8
inverters | 28 | 105.1
well taps | 80 | 100.1
-- layer usage --
metal	vias to the layer above	part of all wire [%]	wire length [um]	GRT usage [%]
met5	-	0	0	0
met4	0	0	0	0.1070
li1	1456	-	-	-
met3	0	3.2	188	0.2708
met2	53	45	2650	17.94
met1	1216	52	3104	16.20
-- critical path: cells and delay by family --
family	cells	cell delay, ps
adder cells (fa/ha/maj)	8	1780
AND/OR/NAND/NOR	9	1720
AND-OR/OR-AND	10	1540
buffers and inverters	7	1440
XOR/XNOR	4	800
multiplexers	1	170
-- power by group through the flow --
| stage | Combinational (mW) | Clock [mW] | Sequential, mW |
|---|---|---|---|
| 6_report | 0.918 | 0 | 0 |
| 5_1_grt | 1.04 | 0 | 0 |
| 4_1_cts | 0.921 | 0 | 0 |
-- repair_timing --
action                                  4_1_cts  5_1_grt
buffers inserted                              0        4
gates resized                                 0        7
endpoints found under the setup margin        0        8
-- metrics by stage --
step           cell area [um2]  instances  setup TNS [ps]  hold slack, ps  utilization (%)
2_1_floorplan             2601        385               0            5426                -
3_3_place_gp              2882        475               0            5360            42.65
3_5_place_dp              2882        475               0            5360            42.65
4_1_cts                   2882        475               0            5360            42.65
5_1_grt                   2947        479          -20.55            5360            43.61
6_report                  2947        479               0            5360            43.61
-- cell usage in the layout (no fill, tap or decap), types with 4 or more instances in the layout --
| cell | n |
|---|---|
| o21ai_0 | 23 |
| a211oi_1 | 7 |
| nand3_1 | 9 |
| o211ai_1 | 8 |
| buf_4 | 13 |
| inv_1 | 26 |
| nor2_1 | 39 |
| xnor2_1 | 4 |
| a21boi_0 | 4 |
| nor3_1 | 7 |
| clkdlybuf4s50_1 | 25 |
| a21oi_1 | 28 |
| mux2i_1 | 11 |
| nand2_1 | 34 |
| and2_1 | 10 |
| a31oi_1 | 6 |
| ha_1 | 14 |
| a21o_1 | 7 |
| o21ai_1 | 5 |
| conb_1 | 5 |
| xnor2_2 | 6 |
| and3_1 | 4 |
| nand2b_1 | 9 |
| o22ai_1 | 7 |
| o21bai_1 | 4 |
-- logic make-up (layout without fill, tap and decap cells) --
| group | after synthesis | count (layout) |
|---|---|---|
| other | 1 | 5 |
| muxes | 16 | 16 |
| buffers and inverters | 52 | 66 |
| adders and majority gates | 16 | 16 |
| AOI/OAI and AO/OA | 147 | 147 |
| and+or+nand+nor | 136 | 136 |
| xor gates and xnor gates | 13 | 13 |
Power figures rest on the tool's default switching activity, not on a simulated workload.
